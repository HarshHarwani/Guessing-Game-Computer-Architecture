**config.mk**
```make
export PLATFORM = sky130hd
export DESIGN_NAME = project2
export DESIGN_NICKNAME = project2
export VERILOG_FILES = /design/flow/design.v
export SDC_FILE = /design/flow/constraint.sdc
export NUM_CORES = 4
export LEC_CHECK = 1
export CORE_UTILIZATION = 30
```
**run.sh**
```bash
#!/bin/bash
# OpenROAD 26Q1-2900-gdf79404cd8, Yosys 0.63+post, stock flow scripts
make -C /OpenROAD-flow-scripts/flow DESIGN_CONFIG=/design/flow/config.mk WORK_HOME=/design/flow/orfs finish
```
**constraint.sdc**
```tcl
current_design project2

set clk_period 12.0
set clk_io_pct 0.2

create_clock -name clk0 -period $clk_period [get_ports {clock}]

set non_clock_inputs [all_inputs -no_clocks]
set_input_delay [expr $clk_period * $clk_io_pct] -clock clk0 $non_clock_inputs
set_output_delay [expr $clk_period * $clk_io_pct] -clock clk0 [all_outputs]
```
**design.v**
```verilog
`timescale 1ns / 1ps
module project2(clock, switches, buttons, leds, cathods, anodes);
	input  clock;
	input [7:0] switches;
	input [3:0] buttons;
	output reg [7:0] leds = 8'b00000000;
	output reg [7:0] cathods;
	output reg [3:0] anodes;
	integer count = 0;
	integer myCount = 0;
	integer player = 1'b0;
	integer initialMessage = 1'b1;
	integer b3 = 8'b11111111;
	integer b2 = 8'b11111111;
	integer b1 = 8'b11111111;
	integer b0 = 8'b11111111;
	integer secretValue0 = 0;
	integer secretValue1 = 0;
	integer secretValue2 = 0;
	integer secretValue3 = 0;
	integer guessValue0 = 0;
	integer guessValue1 = 0;
	integer guessValue2 = 0;
	integer guessValue3 = 0;
	reg slow_clock; 
	integer validating = 0;
	integer flag = 0;
	integer playerflag=0;
	integer guesses = 0;
	integer flag_guesses = 1'b1;
	always @(posedge clock)
	begin
		create_slow_clock(clock, slow_clock); 
		leds=switches;
		if(validating == 1)
			begin
				if(myCount < 2500000)
				begin
					leds = 8'b11111111;
				end
				else if(myCount < 5000000)
				begin
					leds = 8'b00000000;
				end
				else
				begin
					myCount = 0;
				end
				myCount = myCount + 1;
				end
	end
	always @(posedge slow_clock)
	begin
		if(validating != 0)
		begin
			flag = 1;
		end
		else
		begin
			flag = 0;
		end
		if(switches[4] == 1)
				begin
					if(flag_guesses == switches[4])
					begin
						guesses = guesses + switches[4];
						flag_guesses = 1'b0;
					end
				end
		if(flag == 1)
		begin
			if(validating == 1)
			begin
				b3 = 8'b11111111;
				b2 = 8'b11111111;
				b1 = 8'b11111111;
				case(guesses)
				0: b0 = 8'b 11000000; 
				1: b0 = 8'b 11111001;
				2: b0 = 8'b 10100100;
				3: b0 = 8'b 10110000;
				4: b0 = 8'b 10011001;
				5: b0 = 8'b 10010010;
				6: b0 = 8'b 10000010;
				7: b0 = 8'b 11111000;
				8: b0 = 8'b 10000000;
				9: b0 = 8'b 10010000;
				10: b0 = 8'b 10001000;
				11: b0 = 8'b 10000011;
				12: b0 = 8'b 11000110;
				13: b0 = 8'b 10100001;
				14: b0 = 8'b 10000110;
				15: b0 = 8'b 10001110;
				default: b0 = 8'b 11111111;
				endcase
			end
			else if(validating == 2)
			begin
				b3 = 8'b11111111;
				b2 = 8'b10100100;
				b1 = 8'b11000111;
				b0 = 8'b11000000;
			end
			else
			begin
				b3 = 8'b11111111;
				b2 = 8'b10100100;
				b1 = 8'b10001001;
				b0 = 8'b11001111;
			end
			if(switches[4] == 0 && switches[5] == 1 && validating != 1)
			begin
				initialMessage = 0;
				validating = 0;
				flag_guesses = 1'b1;
			end
		end
		else
		begin
			if(switches[4] == 1 && player == 1)
			begin
				if(guessValue0 == secretValue0 && guessValue1 == secretValue1 &&
					guessValue2 == secretValue2 && guessValue3 == secretValue3)
				begin
					validating = 1;
				end
				else if((secretValue3 > guessValue3) ||
						 (secretValue3 == guessValue3 && 
						  secretValue2 > guessValue2) ||
						 (secretValue3 == guessValue3 &&
						  secretValue2 == guessValue2 &&
						  secretValue1 > guessValue1) ||
						 (secretValue3 == guessValue3 &&
						  secretValue2 == guessValue2 &&
						  secretValue1 == guessValue1 &&
						  secretValue0 > guessValue0)
						 )
				begin
					validating = 2;
				end
				else
				begin
					validating = 3;
				end
			end
			if(switches[5] != player)
			begin
				secretValue0 = guessValue0;
				secretValue1 = guessValue1;
				secretValue2 = guessValue2;
				secretValue3 = guessValue3;
				guessValue0 = 0;
				guessValue1 = 0;
				guessValue2 = 0;
				guessValue3 = 0;
				initialMessage = 1;
			end
			if(initialMessage == 1)
			begin
				b3 = 8'b10001100;
				b2 = 8'b11000111;
				b1 = 8'b11111111;
				if(switches[5] == 1'b0)
				begin
					player = 0;
					b0 = 8'b11111001;
					playerflag=1;
				end
				else
				begin
					player = 1;
					b0 = 8'b10100100;
					playerflag=1;
				end
			end
			if(switches[3:0] != 0 || playerflag==0)
			begin
				if(initialMessage == 1)
				begin
					initialMessage = 0;
					playerflag=0;
					b0 = 8'b11000000;
					b1 = 8'b11000000;
					b2 = 8'b11000000;
					b3 = 8'b11000000;
				end
				else
				begin
			case (buttons)
			 4'b1000:  
			 begin
				case(switches)
				6'b000000: guessValue3=4'b0000; 
				6'b000001: guessValue3=4'b0001; 
				6'b000010: guessValue3=4'b0010; 
				6'b000011: guessValue3=4'b0011; 
				6'b000100: guessValue3=4'b0100; 
				6'b000101: guessValue3=4'b0101; 
				6'b000110: guessValue3=4'b0110; 
				6'b000111: guessValue3=4'b0111; 
				6'b001000: guessValue3=4'b1000; 
				6'b001001: guessValue3=4'b1001; 
				6'b001010: guessValue3=4'b1010; 
				6'b001011: guessValue3=4'b1011; 
				6'b001100: guessValue3=4'b1100; 
				6'b001101: guessValue3=4'b1101; 
				6'b001110: guessValue3=4'b1110; 
				6'b001111: guessValue3=4'b1111;
				6'b100000: guessValue3=4'b0000; 
				6'b100001: guessValue3=4'b0001; 
				6'b100010: guessValue3=4'b0010; 
				6'b100011: guessValue3=4'b0011; 
				6'b100100: guessValue3=4'b0100; 
				6'b100101: guessValue3=4'b0101; 
				6'b100110: guessValue3=4'b0110; 
				6'b100111: guessValue3=4'b0111; 
				6'b101000: guessValue3=4'b1000; 
				6'b101001: guessValue3=4'b1001; 
				6'b101010: guessValue3=4'b1010; 
				6'b101011: guessValue3=4'b1011; 
				6'b101100: guessValue3=4'b1100; 
				6'b101101: guessValue3=4'b1101; 
				6'b101110: guessValue3=4'b1110; 
				6'b101111: guessValue3=4'b1111;
				endcase
			 end  
			 4'b0100: begin 
			 	case(switches)
				6'b000000: guessValue2=4'b0000; 
				6'b000001: guessValue2=4'b0001; 
				6'b000010: guessValue2=4'b0010; 
				6'b000011: guessValue2=4'b0011; 
				6'b000100: guessValue2=4'b0100; 
				6'b000101: guessValue2=4'b0101; 
				6'b000110: guessValue2=4'b0110; 
				6'b000111: guessValue2=4'b0111; 
				6'b001000: guessValue2=4'b1000; 
				6'b001001: guessValue2=4'b1001; 
				6'b001010: guessValue2=4'b1010; 
				6'b001011: guessValue2=4'b1011; 
				6'b001100: guessValue2=4'b1100; 
				6'b001101: guessValue2=4'b1101; 
				6'b001110: guessValue2=4'b1110; 
				6'b001111: guessValue2=4'b1111;
				6'b100000: guessValue2=4'b0000; 
				6'b100001: guessValue2=4'b0001; 
				6'b100010: guessValue2=4'b0010; 
				6'b100011: guessValue2=4'b0011; 
				6'b100100: guessValue2=4'b0100; 
				6'b100101: guessValue2=4'b0101; 
				6'b100110: guessValue2=4'b0110; 
				6'b100111: guessValue2=4'b0111; 
				6'b101000: guessValue2=4'b1000; 
				6'b101001: guessValue2=4'b1001; 
				6'b101010: guessValue2=4'b1010; 
				6'b101011: guessValue2=4'b1011; 
				6'b101100: guessValue2=4'b1100; 
				6'b101101: guessValue2=4'b1101; 
				6'b101110: guessValue2=4'b1110; 
				6'b101111: guessValue2=4'b1111;
				endcase
			 end  
			 4'b0010: begin
			 case(switches)
				6'b000000: guessValue1=4'b0000; 
				6'b000001: guessValue1=4'b0001; 
				6'b000010: guessValue1=4'b0010; 
				6'b000011: guessValue1=4'b0011; 
				6'b000100: guessValue1=4'b0100; 
				6'b000101: guessValue1=4'b0101; 
				6'b000110: guessValue1=4'b0110; 
				6'b000111: guessValue1=4'b0111; 
				6'b001000: guessValue1=4'b1000; 
				6'b001001: guessValue1=4'b1001; 
				6'b001010: guessValue1=4'b1010; 
				6'b001011: guessValue1=4'b1011; 
				6'b001100: guessValue1=4'b1100; 
				6'b001101: guessValue1=4'b1101; 
				6'b001110: guessValue1=4'b1110; 
				6'b001111: guessValue1=4'b1111;
				6'b100000: guessValue1=4'b0000; 
				6'b100001: guessValue1=4'b0001; 
				6'b100010: guessValue1=4'b0010; 
				6'b100011: guessValue1=4'b0011; 
				6'b100100: guessValue1=4'b0100; 
				6'b100101: guessValue1=4'b0101; 
				6'b100110: guessValue1=4'b0110; 
				6'b100111: guessValue1=4'b0111; 
				6'b101000: guessValue1=4'b1000; 
				6'b101001: guessValue1=4'b1001; 
				6'b101010: guessValue1=4'b1010; 
				6'b101011: guessValue1=4'b1011; 
				6'b101100: guessValue1=4'b1100; 
				6'b101101: guessValue1=4'b1101; 
				6'b101110: guessValue1=4'b1110; 
				6'b101111: guessValue1=4'b1111;
				endcase
			 end  
			 4'b0001: begin 
			 case(switches)
				6'b000000: guessValue0=4'b0000; 
				6'b000001: guessValue0=4'b0001; 
				6'b000010: guessValue0=4'b0010; 
				6'b000011: guessValue0=4'b0011; 
				6'b000100: guessValue0=4'b0100; 
				6'b000101: guessValue0=4'b0101; 
				6'b000110: guessValue0=4'b0110; 
				6'b000111: guessValue0=4'b0111; 
				6'b001000: guessValue0=4'b1000; 
				6'b001001: guessValue0=4'b1001; 
				6'b001010: guessValue0=4'b1010; 
				6'b001011: guessValue0=4'b1011; 
				6'b001100: guessValue0=4'b1100; 
				6'b001101: guessValue0=4'b1101; 
				6'b001110: guessValue0=4'b1110; 
				6'b001111: guessValue0=4'b1111;
				6'b100000: guessValue0=4'b0000; 
				6'b100001: guessValue0=4'b0001; 
				6'b100010: guessValue0=4'b0010; 
				6'b100011: guessValue0=4'b0011; 
				6'b100100: guessValue0=4'b0100; 
				6'b100101: guessValue0=4'b0101; 
				6'b100110: guessValue0=4'b0110; 
				6'b100111: guessValue0=4'b0111; 
				6'b101000: guessValue0=4'b1000; 
				6'b101001: guessValue0=4'b1001; 
				6'b101010: guessValue0=4'b1010; 
				6'b101011: guessValue0=4'b1011; 
				6'b101100: guessValue0=4'b1100; 
				6'b101101: guessValue0=4'b1101; 
				6'b101110: guessValue0=4'b1110; 
				6'b101111: guessValue0=4'b1111;
				endcase
			 end  
	endcase	
					end
				case(guessValue0)
				4'b0000: b0 = 8'b11000000;
				4'b0001: b0 = 8'b11111001;
				4'b0010: b0 = 8'b10100100;
				4'b0011: b0 = 8'b10110000;
				4'b0100: b0 = 8'b10011001;
				4'b0101: b0 = 8'b10010010;
				4'b0110: b0 = 8'b10000010;
				4'b0111: b0 = 8'b11111000;
				4'b1000: b0 = 8'b10000000;
				4'b1001: b0 = 8'b10010000;
				4'b1010: b0 = 8'b10001000;
				4'b1011: b0 = 8'b10000011;
				4'b1100: b0 = 8'b11000110;
				4'b1101: b0 = 8'b10100001;
				4'b1110: b0 = 8'b10000110;
				4'b1111: b0 = 8'b10001110;
				default: b0 = 8'b11000000;
				endcase
				case(guessValue1)
				4'b0000: b1 = 8'b11000000;
				4'b0001: b1 = 8'b11111001;
				4'b0010: b1 = 8'b10100100;
				4'b0011: b1 = 8'b10110000;
				4'b0100: b1 = 8'b10011001;
				4'b0101: b1 = 8'b10010010;
				4'b0110: b1 = 8'b10000010;
				4'b0111: b1 = 8'b11111000;
				4'b1000: b1 = 8'b10000000;
				4'b1001: b1 = 8'b10010000;
				4'b1010: b1 = 8'b10001000;
				4'b1011: b1 = 8'b10000011;
				4'b1100: b1 = 8'b11000110;
				4'b1101: b1 = 8'b10100001;
				4'b1110: b1 = 8'b10000110;
				4'b1111: b1 = 8'b10001110;
				default: b1 = 8'b11000000;
				endcase
				case(guessValue2)
				4'b0000: b2 = 8'b11000000;
				4'b0001: b2 = 8'b11111001;
				4'b0010: b2 = 8'b10100100;
				4'b0011: b2 = 8'b10110000;
				4'b0100: b2 = 8'b10011001;
				4'b0101: b2 = 8'b10010010;
				4'b0110: b2 = 8'b10000010;
				4'b0111: b2 = 8'b11111000;
				4'b1000: b2 = 8'b10000000;
				4'b1001: b2 = 8'b10010000;
				4'b1010: b2 = 8'b10001000;
				4'b1011: b2 = 8'b10000011;
				4'b1100: b2 = 8'b11000110;
				4'b1101: b2 = 8'b10100001;
				4'b1110: b2 = 8'b10000110;
				4'b1111: b2 = 8'b10001110;
				default: b2 = 8'b11000000;
				endcase
				case(guessValue3)
				4'b0000: b3 = 8'b11000000;
				4'b0001: b3 = 8'b11111001;
				4'b0010: b3 = 8'b10100100;
				4'b0011: b3 = 8'b10110000;
				4'b0100: b3 = 8'b10011001;
				4'b0101: b3 = 8'b10010010;
				4'b0110: b3 = 8'b10000010;
				4'b0111: b3 = 8'b11111000;
				4'b1000: b3 = 8'b10000000;
				4'b1001: b3 = 8'b10010000;
				4'b1010: b3 = 8'b10001000;
				4'b1011: b3 = 8'b10000011;
				4'b1100: b3 = 8'b11000110;
				4'b1101: b3 = 8'b10100001;
				4'b1110: b3 = 8'b10000110;
				4'b1111: b3 = 8'b10001110;
				default: b3 = 8'b11000000;
				endcase
			end
		end
		case (anodes)   
		 4'b 1101: anodes=4'b 1110;
		 4'b 1011: anodes=4'b 1101;
		 4'b 1110: anodes=4'b 0111;
		 4'b 0111: anodes=4'b 1111;
       4'b 1111: anodes=4'b 1011; 
		 default: anodes=4'b 1111;
		 endcase
		 case (anodes)  
		 4'b1110: cathods=b3;
		 4'b1101: cathods=b2;
		 4'b1011: cathods=b1;
		 4'b0111: cathods=b0;
		 endcase
		 end
task create_slow_clock;
	 input clock;
	 inout slow_clock;
	 integer count;
	 begin
	 if (count > 25000)
	 begin
	 count=0;
	 slow_clock = ~slow_clock;
	 end
	 count = count+1;
	 end
 endtask 
endmodule
```
==> results.txt <==
impl run done, here's what came out: Worst Max-Slew Pin Slew=a little over 1 ns, CP startpoint kind=register, Post-Synthesis Cells=2065, TritonCTS Buffers=5, Reg area=0.0131 mm², cells on worst reg2reg path=18, endpoints left unconstrained=about 810, number of antenna violations at the first check in global routing=1, postcts setup bufs=0, Layout area overhead=7.75%, status=completed, non-filler cells, final=around 3100, RSZ-0062 raised after global routing=false, iteration tally of the first detailed-router pass=5, Setup WS post-layout=approximately 7.4 ns, NetSw=0.101 mW, Critical Path Most Common Cell=nor2_1, setup TNS=0 ns, internal power=0.284 mW, ANT cells=0, Sw Ratio=a little over a quarter, clock group share of total power=about 40%, HP Class=register to register, FMAX=about 0.22 GHz, vias in the first global route=around 14000, Post-synth area hogs=edfxtp_1 47%, dfxtp_1 9.3%, ha_1 9.0%, and2_1 5.0%, inv_1 2.7%, Flop pwr share=between 40 and 50%, combinational share of power=around a fifth, CORE AREA=approximately 0.077 mm², tool warning count=57, Yosys Chip Area=roughly 0.023 mm², CTS tree=built, grt met1 use=roughly 18%, arrival time of the worst setup path=between 4 and 5 ns, die extent in x=~280 µm, largest net degree at the start of global routing=around 100, grt ovf=0, WHS Endpoint=myCount[4], Reg2Reg Setup Slack=approximately 7.4 ns, fillers=around 7600, Util after Layout=between 30% and 40%, Mapped Avg Cell Area=approximately 11 µm², FF-to-FF Start=myCount[8], H-Tree Depth=2, Synth warnings=33, Final Hold Fails=0, CP Cell Sequence=nand2_1, nor2_1, o21ai_0, nand2_1, a2111oi_0, o21ai_0, a21o_1, ha_1, o211ai_1, and2_1, ha_1, and2_1, nand4_1, or3_1, nor2_1, nand3_1, xor2_1, nor2_1, clk ins delay skew pair=roughly 0.28 ns, critical setup path kind=register to register, worst hold slack=around 0.64 ns, post-place setup slack=7.52 ns, FP Util=slightly above 30%, Post-DP Area=approximately 0.025 mm², met2 usage=17.9%, Rel. slew slack=~29%, Initial DRC Count=934, hold path depth=2, Routed wire per std cell=approximately 14 µm, Max-area cell share=between 40% and 50%, worst vdd ir=0.0414 mV, clock-pin slew on the worst setup and hold paths=0.06 ns, Setup Skew=0.00590 ns, FF+latch count, synth=472, root buf cell=clkbuf_16, HPWL Detailed=~32000 µm, Power, Total=0.385 mW, I/O Buffers=32, drt total wl=44200 µm, Worst Path Max Fanout=8, CP top delay family=simple AND/OR/NAND/NOR gates, RePlAce Congestion=between 0.9 and 1, Slowest Stage Delay on Critical Path=around 0.48 ns, Final Slew Violations=0, first-pass GRT wire length=73400 µm, Crit-path slowest cell=a2111oi_0, Leakage=9.55 nW, fin crit period=about 4.6 ns, worst r2r dst=myCount[30], post-synthesis cell area=~0.023 mm², Max Cap Violations=0, FFs w/ async S/R, synth=0%, final instance area=between 0.02 and 0.03 mm², share of layout cells above drive strength 1=4.01%, top cells by count=363 x edfxtp_1, 186 x and2_1, 168 x ha_1, 168 x inv_1, 127 x nor2_1, cell with the most instances after synthesis=edfxtp_1, site row count=102, Buffers & Inverters on Critical Path=0, crit end category=register, clk buf depth=2, combinational gate area=approximately 0.0095 mm², fin crit share=approximately two fifths, ANT nets after route=0, Final Setup Violations=0, EDFF count, synth=around 360, via count=about 15000, I/O pins=33, # resized after CTS=0, Hold Buf Count CTS=0, M3 GR Usage=between 2 and 2.5%, overall global routing resource usage=roughly 12%, Most Used Layer, Global Route=met1, sequential fraction of the synthesis area=~56%, vias per cell=between 4 and 5, register pins left without a clock=~430, hold_sp=myCount[4], data required time of the worst path=12.01 ns, die area=between 0.07 and 0.08 mm², distinct lib cells=about 80, Pwr Density=15.2 mW/mm², Die Y=281 µm, main flop type=edfxtp_1, DRC viols=0, cell type with the largest total area=edfxtp_1, Cell Count Post-Placement=3101, ys cells=between 2000 and 2500
## how the worst max path moves through the flow
stage	from	end	slack (ns)	cells after the start
6_report	myCount[8]	myCount[30]	7.42	18
5_1_grt	myCount[8]	myCount[30]	6.98	18
4_1_cts	myCount[8]	myCount[26]	7.46	18
## area by class of cell
type                    count  area share [%]
clock buffers               6           0.510
well taps                1040            5.15
multi-input cells        1360            37.7
repair buffers             61            2.13
inverters                 168            2.50
flip-flops and latches    472            51.8
clock inverters             2           0.154
## cells by family (layout without fill, tap and decap cells)
| logic type | count (synthesis) | after routing | share of synthesized area, % |
|---|---|---|---|
| AND-OR/OR-AND | 326 | 326 | 9.13 |
| XOR/XNOR | 70 | 70 | 2.62 |
| adder cells (fa/ha/maj) | 168 | 168 | 8.97 |
| buffers and inverters | 233 | 237 | 3.78 |
| flip-flops | 472 | 472 | 55.8 |
| multiplexers | 35 | 35 | 1.58 |
| AND/OR/NAND/NOR | 761 | 761 | 18.1 |
## cell usage in the layout, fill, tap and decap left out, types with 6 or more instances in the layout
cell type	n
a211oi_1	8
a21o_1	52
a21oi_1	69
a221o_1	8
a31oi_1	18
and2_1	186
and3_1	19
buf_4	29
clkdlybuf4s50_1	32
dfxtp_1	108
edfxtp_1	363
ha_1	166
inv_1	168
mux2_2	6
mux2i_1	28
nand2_1	110
nand2b_1	18
nand3_1	57
nand4_1	56
nor2_1	125
nor2b_1	47
nor3_1	25
nor3b_1	6
nor4_1	57
o211ai_1	20
o21a_1	7
o21ai_0	74
o22ai_1	7
or2_2	9
or3_1	6
xnor2_1	35
xor2_1	33
## worst register-to-register path, delay by kind of cell (launching register included)
kind / cells / cell delay [ns]
AND-OR/OR-AND: 5 / 1.31
XOR/XNOR: 1 / 0.18
adder cells (fa/ha/maj): 2 / 0.52
flip-flops: 1 / 0.45
AND/OR/NAND/NOR: 10 / 1.84
## power groups by stage
stage	clock network, mW	logic, mW	registers [mW]
finish	0.151	0.0740	0.159
CTS	0.155	0.0746	0.159
global route	0.162	0.0823	0.159
## routing by layer
metal	wire (µm)	share of wire, %
met4	449	1.0
met5	12	0.027
met1	21700	49
met2	20000	45
met3	2060	4.7
## registers in the layout, indices dropped and copies added (netlist names), 31 cells and up, named ones only
name	flops
flag_guesses	32
guessValue0	32
guessValue1	32
guessValue2	32
guessValue3	32
guesses	32
initialMessage	32
myCount	32
playerflag	31
secretValue0	32
secretValue1	32
secretValue2	32
secretValue3	32
No activity file was given, so power comes from the tool's default toggle rates.
